<file path="/design/flow/run.sh">
#!/bin/bash
# OpenROAD 26Q1-2900-gdf79404cd8, Yosys 0.63+post, stock flow scripts
make -C /OpenROAD-flow-scripts/flow DESIGN_CONFIG=/design/flow/config.mk WORK_HOME=/design/flow/orfs finish
</file>
<file path="/design/flow/config.mk">
export PLATFORM = sky130hd
export DESIGN_NAME = mem
export DESIGN_NICKNAME = mem
export VERILOG_FILES = /design/flow/design.v
export SDC_FILE = /design/flow/constraint.sdc
export NUM_CORES = 4
export LEC_CHECK = 1
export CORE_UTILIZATION = 30
</file>
<file path="/design/flow/constraint.sdc">
current_design mem

set clk_period 2.2
set clk_io_pct 0.2

create_clock -name clk0 -period $clk_period [get_ports {clk}]

set non_clock_inputs [all_inputs -no_clocks]
set_input_delay [expr $clk_period * $clk_io_pct] -clock clk0 $non_clock_inputs
set_output_delay [expr $clk_period * $clk_io_pct] -clock clk0 [all_outputs]
</file>
<file path="/design/flow/design.v">
module mem (
    input logic clk,
    input logic rst_n,
    input logic [1:0] bank,
    input logic [3:0] addr,
    input logic [7:0] data_in,
    input logic write_enable,
    output logic [7:0] data_out,
    output logic [31:0] out_counter
);
    reg [7:0] memory [3:0][15:0];
    reg [7:0] data_buffer;
    reg [31:0] wcounter;
    reg [31:0] ocounter;
    reg [31:0] rcounter;
    always_ff @(posedge clk or negedge rst_n) begin
        if (!rst_n) begin
            data_buffer <= 8'b0;
            wcounter <= 32'b0;
            rcounter <= 32'b0;
        end else if (write_enable) begin
            memory[bank][addr] <= data_in;
            wcounter <= wcounter + 1;
        end else begin
            data_buffer <= memory[bank][addr];
            rcounter <= rcounter + 1;
        end
    end
    assign data_out = data_buffer;
    assign out_counter = ocounter;
endmodule
</file>
==> deck_impl_summary.md <==
Implementation Results

Run status
  • Outcome: complete, no violations

Synthesis
  • Mapped Area: 20700 um2
  • Count of library flops with an enable pin: 512
  • Dominant cell by count in the synthesized netlist: sky130_fd_sc_hd__edfxtp_1
  • Count of different cell masters after synthesis: 70
  • Cells after Synth: 1343
  • Post-synth top area cell: sky130_fd_sc_hd__edfxtp_1
  • # Cells Yosys: 1343
  • Avg Cell Area, Syn: 15.4 um2
  • Dominant cells by area after synthesis: sky130_fd_sc_hd__edfxtp_1, sky130_fd_sc_hd__nand3_1, sky130_fd_sc_hd__nand4_1
  • Dominant flop cell: sky130_fd_sc_hd__edfxtp_1
  • Synth async-reset ratio: 0.0154
  • Area share of the largest cell type after synthesis: 0.743
  • Synth Seq Share: 0.753
  • Yosys stat chip area: 20700 um2
  • Post-synthesis register bit count: 520
  • Most used standard cells in the synthesized netlist: sky130_fd_sc_hd__edfxtp_1, sky130_fd_sc_hd__nand3_1, sky130_fd_sc_hd__nor2_1
  • Number of warnings reported in the yosys synthesis log: 34

Power and ir drop
  • Share of total power in combinational logic: 0.065
  • Share of power burned in the clock network: 0.438
  • Switching power of the nets: 5.06 mW
  • Leak: 9.39 nW
  • Switch share: 0.229
  • Max rail drop VDD: 0.644 mV
  • Power per Cell Area: 796 nW/um2
  • Internal power contribution: 17.1 mW
  • Reg power frac: 0.497

Global routing
  • Met2 Use GR: 0.381
  • Global route hottest layer: met2
  • Overflow after GRT: 0
  • GRT Resource Usage Total: 0.276
  • Global routing met3 resource utilization: 0.209
  • First-pass GRT wire length: 122 mm
  • Met1 demand-to-capacity share in global routing: 0.320
  • Largest net degree at the start of global routing: 65
  • Number of global-route vias before repair: 15.3k
  • Antenna violations before repair: 2

Die
  • Die outline height: 265 um
  • Fp util: 0.305
  • Floorplan Core Area: 67800 um2
  • Die Footprint: 70000 um2
  • Width of the die: 265 um
  • Boundary Pins: 57
  • Core Rows: 95

CTS
  • Clock-pin slew on the worst setup and hold paths: 60 ps
  • CTS Root Cell: sky130_fd_sc_hd__clkbuf_16
  • Clock latency of the later-clocked register in the worst-skew pair: 640 ps
  • CTS tree: done
  • Number of clock buffers inserted by TritonCTS: 56
  • Max H-tree Level: 2
  • Deepest clock path buffer count: 3
  • Number of sinks driven by the clock tree: 520

Finish
  • Share of post-route cells with drive strength above 1: 0.344
  • Area growth from synthesis to layout: 34.4%

Route
  • Number of design-rule violations left by the first detailed-router iteration: 1122
  • DR pass1 iterations: 5
  • Via density: 5.57
  • Routed wire length: 89.6 mm
  • Final antenna-violating net count: 0
  • Routed WL per cell: 34.2 um
  • Vias post-DR: 14.6k
  • Total DRC errors in the routed layout: 0

STA
  • Relative slew margins: 0.512
  • Maximum operating frequency: 456 MHz
  • Worst Max-Slew Pin Slew: 731 ps
  • Period minus WS final: 2190 ps
  • Setup violations, final: 0
  • Final worst path period share: 0.997
  • Skew final: 35.7 ps
  • Max-slew violations: 0
  • Hold Worst Slack: 328 ps
  • Total negative slack for setup checks: 0 ps
  • Final hold viol count: 0
  • Setup repair after global routing missed its margin: no

Worst setup path
  • Critical path required time: 2710 ps
  • Cell family with most CP delay: simple AND/OR/NAND/NOR gates
  • Start-to-end type of the worst setup path: input pin to flip-flop
  • CP max stage cell: sky130_fd_sc_hd__or4_4
  • Highest net fanout along the worst path: 13
  • Endpoint class of the critical path: flip-flop
  • Length in cells of the worst reg-to-reg path: 7
  • CP Launch Type: input pin
  • Count of cell instances traversed by the critical path: 11
  • Critical path, cell by cell: clkdlybuf4s15_2, buf_12, buf_12, nor4_2, buf_12, buf_4, nand3_1, nand4_1, or4_4, nor4_4, a21oi_1
  • Sum of buffers and inverters on the critical path: 5
  • Arrival @ worst endpoint: 2700 ps
  • Most used cell, CP: sky130_fd_sc_hd__buf_12
  • Largest stage delay on the critical path: 670 ps

Hold path
  • Path class of the lowest-slack min-delay path: input pin to async pin

Place
  • Routability congestion estimate: 1.04
  • Total of buffers placed on input and output ports: 24
  • Placed wire-length estimate after detailed placement: 62.8 mm

Run
  • Number of warning messages in the logs: 26
  • Max capacitance violation total: 0
-- worst reg2reg max path: cells and delay by family, from the launching register on --
family / cells / cell delay [ps]
AOI/OAI and AO/OA: 3 / 620
buffers and inverters: 1 / 170
DFF: 1 / 380
muxes: 1 / 340
and+or+nand+nor: 2 / 510
-- layout make-up --
type	instances	area, um2
diodes	1	2.50
clock buffers	67	1460
clock inverters	37	415
fillers	6009	40000
inverters	1	3.75
multi-input cells	721	5090
flip-flops and latches	520	15600
well taps	873	1090
repair buffers	396	4150
-- metrics by stage --
stage / total power, mW / instances / instance area [um2] / util / worst slack [ps]
6_report: 22.1 / 2616 / 27800 / 0.410 / 6.36
5_1_grt: 22.6 / 2616 / 27800 / 0.410 / 2.07
4_1_cts: 22.2 / 2613 / 27700 / 0.409 / 8.00
3_5_place_dp: 12.5 / 2494 / 25400 / 0.376 / -1290
3_3_place_gp: 12.6 / 2494 / 25400 / 0.376 / -1310
2_1_floorplan: 11.6 / 1374 / 21200 / - / -76.1
-- state kept, by name, summed over array words and instances (netlist names) --
name         count
data_buffer      8
memory         512
-- path summary, 6_finish.rpt --
| path | startpoint | slack (ps) | endpoint |
|---|---|---|---|
| worst min register to register | memory[0][7]$_DFFE_PP_ | 570 | data_buffer[7]$_DFFE_PN0N_ |
| max in group asynchronous | rst_n | 1680 | data_buffer[2]$_DFFE_PN0N_ |
| worst max-delay path | addr[0] | 6 | data_buffer[4]$_DFFE_PN0N_ |
| min in group clk0 | data_in[6] | 330 | memory[57][6]$_DFFE_PP_ |
| worst max register to register | memory[36][3]$_DFFE_PP_ | 80 | data_buffer[3]$_DFFE_PN0N_ |
| worst min-delay path | rst_n | 330 | data_buffer[1]$_DFFE_PN0N_ |
-- metal layers --
| metal | part of all wire | up-vias |
|---|---|---|
| met5 | 0.0034 | - |
| met3 | 0.18 | 249 |
| met2 | 0.43 | 1117 |
| met4 | 0.059 | 10 |
| li1 | - | 6078 |
| met1 | 0.33 | 7121 |
-- cell usage in the layout (no fill, tap or decap), types with 4 or more instances in the layout --
cell	synthesis	routed
sky130_fd_sc_hd__or4_1	9	6
sky130_fd_sc_hd__clkbuf_16	0	56
sky130_fd_sc_hd__and4b_1	4	4
sky130_fd_sc_hd__nor2_1	93	36
sky130_fd_sc_hd__nand2_1	31	31
sky130_fd_sc_hd__a31oi_1	11	11
sky130_fd_sc_hd__buf_6	13	7
sky130_fd_sc_hd__buf_12	0	89
sky130_fd_sc_hd__mux2i_1	22	22
sky130_fd_sc_hd__a21oi_1	15	14
sky130_fd_sc_hd__nand4_1	66	66
sky130_fd_sc_hd__nand3_2	1	7
sky130_fd_sc_hd__conb_1	1	32
sky130_fd_sc_hd__clkinv_1	1	5
sky130_fd_sc_hd__nor4_1	13	6
sky130_fd_sc_hd__buf_4	35	275
sky130_fd_sc_hd__nor2_4	1	45
sky130_fd_sc_hd__o21ai_0	7	6
sky130_fd_sc_hd__clkinv_2	0	11
sky130_fd_sc_hd__nor4_4	0	5
sky130_fd_sc_hd__and3_1	13	13
sky130_fd_sc_hd__a32o_1	6	6
sky130_fd_sc_hd__dfrtp_1	8	7
sky130_fd_sc_hd__a22oi_1	26	25
sky130_fd_sc_hd__nor3_1	8	7
sky130_fd_sc_hd__nand3_1	227	220
sky130_fd_sc_hd__clkbuf_1	21	9
sky130_fd_sc_hd__a32oi_1	45	41
sky130_fd_sc_hd__o22ai_1	11	10
sky130_fd_sc_hd__clkdlybuf4s50_1	0	10
sky130_fd_sc_hd__buf_2	57	10
sky130_fd_sc_hd__bufinv_16	0	7
sky130_fd_sc_hd__nor4_2	2	4
sky130_fd_sc_hd__nor2_2	4	17
sky130_fd_sc_hd__edfxtp_1	512	512
sky130_fd_sc_hd__mux2_2	4	4
sky130_fd_sc_hd__a22o_1	9	8
sky130_fd_sc_hd__clkinvlp_4	0	9
-- what timing repair did --
action	4_1_cts	5_1_grt
pin swaps	19	14
setup endpoints to repair	65	8
resized	52	25
hold buffers	0	0
buffers inserted	15	6
gates cloned	1	0
-- power by group through the flow --
stage	Combinational [mW]	Clock [mW]	Sequential, mW
global route	1.48	10.1	11.0
CTS	1.40	9.77	11.0
finish	1.44	9.69	11.0
-- cells by family (layout without fill, tap and decap cells) --
| group | Yosys count | in the layout | synth area share |
|---|---|---|---|
| simple gates | 508 | 508 | 0.135 |
| mux | 27 | 27 | 0.0139 |
| flops | 520 | 520 | 0.753 |
| buf+inv | 133 | 501 | 0.0397 |
| other cells | 1 | 33 | 0.000181 |
| compound gates | 154 | 154 | 0.0587 |
Power is estimated from default activity; no workload was simulated.

**flow/design.v**
```verilog
module Adder #(
    parameter WIDTH = 64
) (
    input  [WIDTH-1:0] io_a,
    input  [WIDTH-1:0] io_b,
    input              io_cin,
    output [WIDTH-1:0] io_sum,
    output             io_cout
);
assign {io_cout, io_sum}  = io_a + io_b + io_cin;
endmodule
```
**flow/config.mk**
```make
export PLATFORM = sky130hd
export DESIGN_NAME = Adder
export DESIGN_NICKNAME = Adder
export VERILOG_FILES = /design/flow/design.v
export SDC_FILE = /design/flow/constraint.sdc
export NUM_CORES = 4
export LEC_CHECK = 1
export CORE_UTILIZATION = 30
```
**flow/run.sh**
```bash
#!/bin/bash
# OpenROAD 26Q1-2900-gdf79404cd8, Yosys 0.63+post, stock flow scripts
make -C /OpenROAD-flow-scripts/flow DESIGN_CONFIG=/design/flow/config.mk WORK_HOME=/design/flow/orfs finish
```
**flow/constraint.sdc**
```tcl
current_design Adder

set clk_period 34.4
set clk_io_pct 0.2

create_clock -name clk0 -period $clk_period

set non_clock_inputs [all_inputs -no_clocks]
set_input_delay [expr $clk_period * $clk_io_pct] -clock clk0 $non_clock_inputs
set_output_delay [expr $clk_period * $clk_io_pct] -clock clk0 [all_outputs]
```
==> results.txt <==
The implementation run finished. Number of global-route vias before repair landed at 4488. Synthesis area per yosys landed at 0.00388 mm^2. The run finished with clean final reports. Worst hold path cell count landed at 3.

Global-route congestion overflow total landed at 0. Total wire length after detailed routing landed at 13.6 mm. Tally of clock buffers in the finished layout landed at 0. First-pass GRT wire length landed at 21.4 mm.

STA reports the tightest min-delay check as being of type primary input to primary output. Total area of sequential cells landed at 0 um^2. Per the post-synthesis stats, the area per cell is 6.76 um^2. OpenROAD warning count landed at 32. Per the STA report, the cell with the highest stage delay on the worst path is sky130_fd_sc_hd__clkdlybuf4s50_1. In this run, post-CTS repair resized a total of 0 instances. Achievable clock frequency landed at 56.5 MHz. Final weighted congestion in routability-driven placement landed at 0.950.

The timing report notes that buffer and inverter cells on the critical path total 2. Yosys warning tally landed at 0. The largest total area in the synthesized netlist belongs to sky130_fd_sc_hd__ha_1. Number of distinct library cells after synthesis landed at 58. At the pin with the least slew margin, the transition time is 0.587 ns. Sorting the synthesis cell report by count puts at the top sky130_fd_sc_hd__a21oi_1.

Share of the clock period used by the worst path landed at 0.515. Maximum number of pins on one net before global-route repair landed at 14. The run reported a max-capacitance violation count of 0. Looking at the hold checks, the worst path lands on io_sum[0]. The buffer_ports step reported a buffer count of 194. Largest voltage drop on the vdd net landed at 0.00823 mV.

Post-synthesis instance total landed at 574. Iteration count of the initial detailed-routing pass landed at 4. Of the synthesized area, sequential elements account for 0.

The post-CTS hold buffer count recorded in the log is 0. Largest incremental delay on the critical path landed at 0.51 ns. Area of the placeable core landed at 0.0126 mm^2. The commonest cells after synthesis are 80 x sky130_fd_sc_hd__a21oi_1, 63 x sky130_fd_sc_hd__ha_1, 60 x sky130_fd_sc_hd__nand2_1. For the worst setup path, the data arrival time is 10.82 ns. The main area contributors are sky130_fd_sc_hd__ha_1 20%, sky130_fd_sc_hd__a21oi_1 10%, sky130_fd_sc_hd__xnor2_1 9.0%. Nets still carrying antenna violations after routing amount to 0.

The script extracted a total leakage power of 2.48 nW. STA lists the maximum fanout along the critical path as 3. In the final report, the number of hold violations comes to 0. Initial antenna violation count landed at 0. The worst setup path is captured at a primary output. Per the summary, power density relative to cell area is 20.6 mW/mm^2. The number of setup buffers added after CTS is 0.

Row count landed at 41. Number of design rule violations left after detail routing landed at 0. Average wire per cell in the routed design landed at 14.9 um. Measured along the x axis, the die boundary spans 116 um. Relative slew slack landed at 0.605. The mapped netlist covers 0.00388 mm^2.

Per the OpenROAD floorplan log, the area of the die is 0.0134 mm^2. According to the timing report, the data required time at the worst endpoint equals 27.52 ns. Counting I/O delays and the setup requirement, the final critical path takes 17.70 ns. Portion of synthesized cell area occupied by the leading cell type landed at 0.203. For reference, the critical path cell chain is clkdlybuf4s50_1, fa_1, fa_1, a211oi_1, o21bai_1, a21oi_1, o21ai_1, a311oi_1, o32ai_1, nor2_1, o41ai_1, a21oi_1, xnor2_1, clkdlybuf4s50_1.

Cell total in the yosys stat output landed at 574. Setup repair after global routing left no endpoint under its margin. The script logs the ratio of routed vias to standard cells as 5.25.

Across every metal layer, demand over resource in global routing totals 0.197. On the critical path the largest part of the delay comes from AND-OR/OR-AND gates. DRC violation total after the first TritonRoute iteration landed at 283. Hold is met by 14.85 ns. The critical path is of the primary input to primary output type. At the floorplan stage, the core utilization is reported as 0.307.

The worst setup path is launched from a primary input. Antenna diode count landed at 0. Placed wire-length estimate after detailed placement landed at 12.0 mm. Counting pins that exceed their max-slew limit in the final report gives 0. For this design the top-level I/O count stands at 194. After routing, the total negative slack on setup checks comes to 0 ns. Per the final layout report, the fraction of cells sized above drive strength 1 comes to 0.0175. Total via count after detailed routing landed at 4809. Height of the die landed at 116 um. Number of setup violations in the final report landed at 0. Flop count landed at 0. Between the synthesized netlist and the finished layout, the area growth was recorded as 52.9%. Looking at hold timing, the worst path starts from io_cin.
## cell usage in the layout, fill, tap and decap left out, drive strengths merged, types with 3 or more instances in the layout
| master | instances |
|---|---|
| nand2b | 4 |
| nor4 | 4 |
| a21o | 39 |
| a221oi | 3 |
| a311oi | 3 |
| xor2 | 17 |
| a31oi | 8 |
| nor2 | 37 |
| a21oi | 82 |
| o21a | 6 |
| or3 | 3 |
| o21ai | 46 |
| a211oi | 4 |
| o21bai | 16 |
| clkdlybuf4s50 | 194 |
| nor2b | 8 |
| and2 | 4 |
| nand2 | 60 |
| and3 | 9 |
| inv | 18 |
| ha | 63 |
| nor3 | 12 |
| o211ai | 4 |
| o31ai | 3 |
| nand4 | 17 |
| nand3 | 16 |
| xnor2 | 40 |
## area by class of cell
| class | instances | area, um^2 |
|---|---|---|
| inverter | 18 | 67.6 |
| multi-input combinational | 532 | 3700 |
| fill | 1303 | 6690 |
| timing repair buffer | 194 | 1940 |
| tap | 172 | 215 |
## report_power, final
group	switching, W	internal [W]	leakage, nW
Clock	0	0	0
Combinational	0.0000515	0.0000710	2.48
Sequential	0	0	0
## metrics by stage
stage	setup slack [ns]	cells	instance area [um^2]	total power, W	utilization
3_5_place_dp	16.68	916	5930	0.000122	0.470
5_1_grt	16.48	916	5930	0.000134	0.470
2_1_floorplan	18.09	574	3880	0.0000592	-
3_3_place_gp	16.76	916	5930	0.000123	0.470
4_1_cts	16.68	916	5930	0.000123	0.470
6_report	16.70	916	5930	0.000122	0.470
## worst max path at each step
| stage | startpoint | endpoint | cells past startpoint |
|---|---|---|---|
| after CTS | io_a[0] | io_sum[50] | 14 |
| final | io_a[0] | io_sum[50] | 14 |
| after global routing | io_a[0] | io_sum[50] | 14 |
## cells by family after synthesis
| group | count (synthesis) | share of synthesized area |
|---|---|---|
| compound gates | 231 | 0.390 |
| xor+xnor | 57 | 0.129 |
| fa+ha+maj | 65 | 0.214 |
| buf+inv | 42 | 0.0448 |
| simple gates | 179 | 0.223 |
## metal layers
metal	part of all wire	vias to the layer above	global-route usage
met3	0.059	8	0.0123
met2	0.44	136	0.329
met1	0.49	2179	0.291
li1	-	2486	-
met5	0	-	0
met4	0.0081	0	0.0154
No activity file was given, so power comes from the tool's default toggle rates.
